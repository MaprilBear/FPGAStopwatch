==> /design/flow/config.mk <==
export PLATFORM = sky130hd
export DESIGN_NAME = stopwatch
export DESIGN_NICKNAME = stopwatch
export VERILOG_FILES = /design/flow/design.v
export SDC_FILE = /design/flow/constraint.sdc
export NUM_CORES = 4
export LEC_CHECK = 1
export CORE_UTILIZATION = 30
==> /design/flow/design.v <==
`timescale 1ns / 1ps
localparam HOLD = 3'b000;
localparam INC = 3'b001;
localparam DEC = 3'b010;
localparam LOAD_0 = 3'b011;
localparam LOAD_9999 = 3'b100;
localparam LOAD_EXT = 3'b101;
localparam INIT = 2'b00;
localparam INC_DEC = 2'b01;
localparam PAUSE = 2'b10;
localparam DONE = 2'b11;
localparam MODE_INC_0 = 2'b00;
localparam MODE_INC_EXT = 2'b01;
localparam MODE_DEC_9999 = 2'b10;
localparam MODE_DEC_EXT = 2'b11;
module FSM(
    input start,
    input reset,
    input [1:0] mode,
    input CLK,
    input [13:0] counter,
    output [2:0] out
    );
    reg start_stop_delay;   
    wire start_stop_edge;
    assign start_stop_edge = start && !start_stop_delay;
    reg [1:0] mode_delay;
    wire mode_change;
    assign mode_change = mode != mode_delay;
    always @ (posedge CLK) begin
        start_stop_delay <= start;
        mode_delay <= mode;
    end
        reg [1:0] state = 0;
    reg [2:0] out_buf;
    assign out = out_buf;
    always @(posedge CLK) begin
        if (mode_change) begin
            state <= INIT;
            case (mode)
                MODE_INC_0: out_buf <= LOAD_0;
                MODE_INC_EXT: out_buf <= LOAD_EXT;
                MODE_DEC_9999: out_buf <= LOAD_9999;
                MODE_DEC_EXT: out_buf <= LOAD_EXT;
            endcase
        end else begin
            case (state)
                INIT: begin 
                    if (start_stop_edge) begin
                        state <= INC_DEC;
                    end
                    case (mode)
                        MODE_INC_0: out_buf <= LOAD_0;
                        MODE_INC_EXT: out_buf <= LOAD_EXT;
                        MODE_DEC_9999: out_buf <= LOAD_9999;
                        MODE_DEC_EXT: out_buf <= LOAD_EXT;
                    endcase
                end
                INC_DEC: begin 
                    if (reset) begin
                       case (mode)
                            MODE_INC_0: out_buf <= LOAD_0;
                            MODE_INC_EXT: out_buf <= LOAD_EXT;
                            MODE_DEC_9999: out_buf <= LOAD_9999;
                            MODE_DEC_EXT: out_buf <= LOAD_EXT;
                        endcase 
                        state <= INIT;
                    end
                    else if (start_stop_edge) begin
                        state <= PAUSE;
                        out_buf <= HOLD;
                    end
                    else if (((mode == MODE_INC_0 || mode == MODE_INC_EXT) && counter == 9998) 
                        || ((mode == MODE_DEC_9999 || mode == MODE_DEC_EXT) && counter == 1)) begin
                        state <= DONE;
                        out_buf <= HOLD;
                    end 
                    else begin
                        case (mode)
                            MODE_INC_0: out_buf <= INC;
                            MODE_INC_EXT: out_buf <= INC;
                            MODE_DEC_9999: out_buf <= DEC;
                            MODE_DEC_EXT: out_buf <= DEC;
                        endcase 
                    end
                end
                PAUSE: begin
                    if (reset) begin
                        case (mode)
                            MODE_INC_0: out_buf <= LOAD_0;
                            MODE_INC_EXT: out_buf <= LOAD_EXT;
                            MODE_DEC_9999: out_buf <= LOAD_9999;
                            MODE_DEC_EXT: out_buf <= LOAD_EXT;
                        endcase 
                        state <= INC_DEC;
                    end
                    else if (start_stop_edge) begin
                        state <= INC_DEC;
                        case (mode)
                            MODE_INC_0: out_buf <= INC;
                            MODE_INC_EXT: out_buf <= INC;
                            MODE_DEC_9999: out_buf <= DEC;
                            MODE_DEC_EXT: out_buf <= DEC;
                        endcase 
                    end else out_buf <= HOLD;
                end 
                DONE: begin
                    if (reset) begin
                        state <= INC_DEC;
                        case (mode)
                            MODE_INC_0: out_buf <= LOAD_0;
                            MODE_INC_EXT: out_buf <= LOAD_EXT;
                            MODE_DEC_9999: out_buf <= LOAD_9999;
                            MODE_DEC_EXT: out_buf <= LOAD_EXT;
                        endcase 
                    end else out_buf <= HOLD;
                end
             endcase  
         end
    end
endmodule
`timescale 1ns / 1ps
module clk_div_disp(
    input clk,
    input reset,
    output clk_out
    );
    reg [25:0] COUNT;
        assign clk_out = COUNT[15];
        always @ (posedge clk)
        begin
        if(reset)
            COUNT = 0;
        else
            COUNT = COUNT + 1;
        end
endmodule
`timescale 1ns / 1ps
module clock_div_ms(
    input clk,
    input reset,
    output clk_out
    );
    reg [19:0] COUNT;
        assign clk_out = COUNT == 999999;
        always @ (posedge clk)
        begin
        if(reset)
            COUNT <= 0;
        else
            COUNT <= (COUNT == 999999) ? 0 : COUNT + 1;
        end
endmodule
`timescale 1ns / 1ps
module counter(
    input [2:0] in,
    input [7:0] ext,
    input clk,
    output reg [13:0] out
    );
    always @(posedge clk)
        begin
        case(in)
            3'b000: out <= out;
            3'b001: out <= out + 1;
            3'b010: out <= out - 1;
            3'b011: out <= 0;
            3'b100: out <= 9999;
            3'b101: out <= ext * 100;
            default: begin
                out <= -1;  
            end
        endcase
    end
endmodule
`timescale 1ns / 1ps
module hex2base10(
    input [15:0] in,
    output [19:0] out
    );
    assign out[19:16] = in % 10000;
    assign out[15:12] = (in / 1000) % 10;
    assign out[11:8] = (in / 100) % 10;
    assign out[7:4] = (in / 10) % 10;
    assign out[3:0] = in % 10;
endmodule
`timescale 1ns / 1ps
module hexto7segment(
    input[3:0] x,
    output reg [6:0] r
    );
    always @(*)
        case (x)
            4'b0000 : r = 7'b0000001;
            4'b0001 : r = 7'b1001111;
            4'b0010 : r = 7'b0010010;
            4'b0011 : r = 7'b0000110;
            4'b0100 : r = 7'b1001100;
            4'b0101 : r = 7'b0100100;
            4'b0110 : r = 7'b0100000;
            4'b0111 : r = 7'b0001111;
            4'b1000 : r = 7'b0000000;
            4'b1001 : r = 7'b0001100;
            4'b1010 : r = 7'b0001000;
            4'b1011 : r = 7'b1100000;
            4'b1100 : r = 7'b0110001;
            4'b1101 : r = 7'b1000010;
            4'b1110 : r = 7'b0110000;
            4'b1111 : r = 7'b0111000;
        endcase
endmodule
`timescale 1ns / 1ps
module stopwatch(
    input clk,
    input start,
    input reset,
    input [7:0] ext,
    input [1:0] mode,
    output [6:0] sseg,
    output [3:0] an,
    output dp
    );
    wire [13:0] counter;
    wire [2:0] mux;
    wire ms_clk;
    wire [7:0] ext_cap;
    assign ext_cap = ext[3:0] + (ext[7:4] * 10);
    clock_div_ms ms(
        .clk(clk),
        .reset(0),
        .clk_out(ms_clk)
    );
    FSM fsm(
        .start(start),
        .reset(reset),
        .mode(mode),
        .CLK(ms_clk),
        .counter(counter),
        .out(mux)
    );
    sseg_display disp(
        .clk(clk),
        .reset(0),
        .in(counter),
        .sseg(sseg),
        .an(an),
        .dp(dp)
    );
    counter count(
        .in(mux),
        .ext(ext_cap),
        .clk(ms_clk),
        .out(counter)
    );
endmodule
`timescale 1ns / 1ps
module sseg_display(
    input clk, 
    input reset,
    input [15:0] in,
    output [3:0] an,
    output dp,
    output [6:0] sseg
    );
    wire [6:0] in0, in1, in2, in3;
    wire slow_clk;
    wire [19:0] base10;
    hex2base10 converter (.in(in), .out(base10));
    hexto7segment c1 (.x(base10[3:0]), .r(in0));
    hexto7segment c2 (.x(base10[7:4]), .r(in1));
    hexto7segment c3 (.x(base10[11:8]), .r(in2));
    hexto7segment c4 (.x(base10[15:12]), .r(in3));
    clk_div_disp c5 (.clk(clk), .reset(reset), .clk_out(slow_clk));
    sseg_display_fsm c6(
        .clk (slow_clk),
        .reset (reset),
        .in0 (in0),
        .in1 (in1),
        .in2 (in2),
        .in3 (in3),
        .an (an),
        .dp (dp),
        .sseg (sseg)
    );
endmodule
`timescale 1ns / 1ps
module sseg_display_fsm(
    input clk,
    input reset,
    input [6:0] in0,
    input [6:0] in1,
    input [6:0] in2,
    input [6:0] in3,
    output reg [3:0] an,
    output dp,
    output reg [6:0] sseg
    );
    reg [1:0] state;
    reg [1:0] next_state;
    assign dp = state != 2'b10;
    initial begin
        state = 0;
    end
    always @ (*) begin
        case(state)
            2'b00: next_state = 2'b01;
            2'b01: next_state = 2'b10;
            2'b10: next_state = 2'b11;
            2'b11: next_state = 2'b00;
        endcase
    end
    always @(*) begin
        case (state)
            2'b00 : sseg = in0;
            2'b01 : sseg = in1;
            2'b10 : sseg = in2;
            2'b11 : sseg = in3;
        endcase
        case (state)
            2'b00 : an = 4'b1110;
            2'b01 : an = 4'b1101;
            2'b10 : an = 4'b1011;
            2'b11 : an = 4'b0111;
        endcase
    end
    always @(posedge clk or posedge reset) begin
        if(reset)
            state <= 2'b00;
        else
            state <= next_state;
    end
endmodule
==> /design/flow/run.sh <==
#!/bin/bash
# OpenROAD 26Q1-2900-gdf79404cd8, Yosys 0.63+post, stock flow scripts
make -C /OpenROAD-flow-scripts/flow DESIGN_CONFIG=/design/flow/config.mk WORK_HOME=/design/flow/orfs finish
==> /design/flow/constraint.sdc <==
current_design stopwatch

set clk_period 3.6
set clk_io_pct 0.2

create_clock -name clk0 -period $clk_period [get_ports {clk}]

set non_clock_inputs [all_inputs -no_clocks]
set_input_delay [expr $clk_period * $clk_io_pct] -clock clk0 $non_clock_inputs
set_output_delay [expr $clk_period * $clk_io_pct] -clock clk0 [all_outputs]
==> results.sh <==
# source this file to load flow results
export IMPL_synth_chip_area_mm2=0.0123
export IMPL_setup_viol=0
export IMPL_num_rows=73
export IMPL_leakage_nw=4.86
export IMPL_drive_above_1_share=0.0701
export IMPL_clockBufferDepth=2
export IMPL_drcViolationCount=0
export IMPL_flop_cell="dfxtp_1"
export IMPL_cts_clk_slew_worst_paths_ps=50
export IMPL_p_int_w=0.00109
export IMPL_period_needed_ps=1980
export IMPL_dp_slack_ps=1600
export IMPL_viasPerCell=5.69
export IMPL_placed_cell_area_mm2=0.0129
export IMPL_warnings=60
export IMPL_slew_headroom=0.345
export IMPL_critPathSlowestCell="nor3_2"
export IMPL_combGateArea_mm2=0.0101
export IMPL_cp_top_family="simple AND/OR/NAND/NOR gates"
export IMPL_die_area_mm2=0.0417
export IMPL_cts_resized=0
export IMPL_synthToLayoutAreaGrowth_pct=6.34
export IMPL_cts_made_buffers=5
export IMPL_n_antenna_cell=0
export IMPL_port_buffers=24
export IMPL_post_dp_hpwl_um=26600
export IMPL_die_x_um=204
export IMPL_cp_arrival_ps=2140
export IMPL_finalCritPeriodShare=0.550
export IMPL_grt_max_degree=47
export IMPL_grt_usage=0.168
export IMPL_fp_util=0.307
export IMPL_hp_class="register to register"
export IMPL_avgSynthCellArea_um2=7.27
export IMPL_critPathRequiredTime_ps=3760
export IMPL_worstSetupPathType="register to register"
export IMPL_drt_iter0_markers=920
export IMPL_edf_count=14
export IMPL_lay_top_count="nand2_1"
export IMPL_grt_pass1_vias=11400
export IMPL_place_congestion=0.976
export IMPL_clock_latency_ps=280
export IMPL_drv_cap=0
export IMPL_tightestPinTransition_ps=955
export IMPL_cp_max_fo=26
export IMPL_cts_hold_buf=0
export IMPL_setup_tns_ps=0
export IMPL_fin_area_mm2=0.0130
export IMPL_synthTopLogicFamily="AND-OR/OR-AND gates"
export IMPL_netSwitchingPower_w=0.000481
export IMPL_numSynthFlops=63
export IMPL_simple_gate_share=0.275
export IMPL_clkPwrFrac=0.332
export IMPL_routed_wl_um=34200
export IMPL_power_density_mw_per_mm2=120
export IMPL_hold_violations=0
export IMPL_crit_path_max_incr_delay_ps=450
export IMPL_worst_path_buf_inv=2
export IMPL_worst_slack_ps=1620
export IMPL_switching_share=0.307
export IMPL_ys_seq_share=0.114
export IMPL_max_freq_mhz=505
export IMPL_vias=12400
export IMPL_final_fill_count=4241
export IMPL_muxShareOfSynthArea=0.0331
export IMPL_first_pass_iters=6
export IMPL_pwr_share_comb=0.403
export IMPL_untimed_endpoints=53
export IMPL_postRouteAntennaNets=0
export IMPL_synthArstFlopShare=0
export IMPL_cts_setup_buffers=0
export IMPL_ir_drop_uv=255
export IMPL_cts_root_buf="clkbuf_16"
export IMPL_rsz0062_at_grt="no"
export IMPL_instances_no_fill=2179
export IMPL_coreArea_mm2=0.0400
export IMPL_cts_tree="done"
export IMPL_unclocked_pins=27
export IMPL_crit_path_start_kind="register"
export IMPL_regArea_mm2=0.00140
export IMPL_drv_slew=0
export IMPL_syn_area_mm2=0.0123
export IMPL_avgRoutedWirePerCell_um=15.7
export IMPL_grt_first_pass_wirelength_um=57900
export IMPL_io_pins=25
export IMPL_grt_remaining_overflow=0
export IMPL_cts_htree_levels=2
export IMPL_synth_warnings=9
export IMPL_ys_types=122
export IMPL_synth_compound_area_share=0.315
export IMPL_total_power_w=0.00157
export IMPL_die_height_um=204
export IMPL_endpoint_kind="register"
export IMPL_yosysCellCount=1686
export IMPL_ys_sh_adder=0.109
export IMPL_pwr_share_seq=0.265
export IMPL_antenna_found_initial=0
export IMPL_fin_skew_ps=1.57
export IMPL_netlist_instances=1686
export IMPL_place_inst=2171
export IMPL_xor_share=0.0921
export IMPL_cp_cell_sequence="ha_1 -> nand4_1 -> inv_1 -> nand2_1 -> nor3_2 -> buf_4 -> nor2_1"
export IMPL_layout_top_cells="nand2_1, nor2_1, a21oi_1"
export IMPL_status="finished, final reports clean"
## metrics by stage
step	util	hold slack, ps
3_5_place_dp	0.321	425
3_3_place_gp	0.321	430
5_1_grt	0.326	470
2_1_floorplan	-	402
6_report	0.326	435
4_1_cts	0.326	437
## registers in the layout, indices dropped and copies added (netlist names)
signal	cells
fsm.mode_delay	2
count.out	14
disp.c5.COUNT	16
fsm.out_buf	6
fsm.start_stop_delay	1
disp.c6.state	2
ms.COUNT	20
fsm.state	2
## layout make-up
type / instances / share of cell area
timing repair buffer: 44 / 0.0299
clock inverter: 1 / 0.00230
clock buffer: 7 / 0.0117
multi-input combinational: 1462 / 0.776
inverter: 77 / 0.0222
tap: 525 / 0.0504
sequential: 63 / 0.107
## cells by family after synthesis
| kind of cell | count (synthesis) |
|---|---|
| DFF | 63 |
| adders and majority gates | 106 |
| and+or+nand+nor | 656 |
| AOI/OAI and AO/OA | 536 |
| buffers and inverters | 161 |
| xor gates and xnor gates | 129 |
| muxes | 35 |
## cells in the mapped netlist (23+ instances only)
cell      count  area, um^2
xnor2_1      96         841
and3_1       24         150
inv_1        67         251
o21ai_0      86         430
a21oi_1      98         490
nor3_1       40         200
mux2i_1      24         240
nor2_1      157         589
ha_1         91        1140
xor2_1       33         289
a31oi_1      28         175
dfxtp_1      49         981
nand2b_1     23         144
a211oi_1     26         195
nand2_1     158         593
clkbuf_1     38         143
nand3_1      72         360
## worst reg2reg max path: cells and delay by family (launching register included)
kind                     cells  cell delay [ps]
flip-flops                   1              370
AND/OR/NAND/NOR              4              810
buffers and inverters        2              470
adder cells (fa/ha/maj)      1              230
## layer usage
metal,vias up,global-route usage,share of wire,routed length [um]
met2,325,0.258,0.43,14800
met1,5774,0.253,0.49,16800
met4,0,0.0346,0.022,751
met5,-,0,0,0
li1,6264,-,-,-
met3,41,0.0182,0.053,1820
## power groups by stage
stage | sequential (W) | combinational, W | clock [W]
final | 0.000415 | 0.000632 | 0.000520
after CTS | 0.000414 | 0.000641 | 0.000532
after global routing | 0.000414 | 0.000751 | 0.000550
## path summary, 6_finish.rpt
path / start / end / slack [ps] / cells after the start
setup / recovery: ms.COUNT[0]$_SDFF_PN0_ / ms.COUNT[3]$_SDFF_PN0_ / 1620 / 7
hold / removal: disp.c5.COUNT[0]$_DFF_P_ / disp.c5.COUNT[0]$_DFF_P_ / 440 / 1
setup reg to reg: ms.COUNT[0]$_SDFF_PN0_ / ms.COUNT[3]$_SDFF_PN0_ / 1620 / 7
hold reg to reg: disp.c5.COUNT[0]$_DFF_P_ / disp.c5.COUNT[0]$_DFF_P_ / 440 / 1
Power and IR drop assume default switching activity.
